[flow/design.v]
module dadda1(
    input  [15:0] a, b,
    output [31:0] out
);
    wire sign;
    assign sign = a[15] ^ b[15];
    wire [15:0] abs_a, abs_b;
    assign abs_a = a[15] ? (~a + 16'd1) : a;
    assign abs_b = b[15] ? (~b + 16'd1) : b;
    wire [15:0] p[15:0];
    assign p[0]  = {16{abs_b[0]}}  & abs_a;
    assign p[1]  = {16{abs_b[1]}}  & abs_a;
    assign p[2]  = {16{abs_b[2]}}  & abs_a;
    assign p[3]  = {16{abs_b[3]}}  & abs_a;
    assign p[4]  = {16{abs_b[4]}}  & abs_a;
    assign p[5]  = {16{abs_b[5]}}  & abs_a;
    assign p[6]  = {16{abs_b[6]}}  & abs_a;
    assign p[7]  = {16{abs_b[7]}}  & abs_a;
    assign p[8]  = {16{abs_b[8]}}  & abs_a;
    assign p[9]  = {16{abs_b[9]}}  & abs_a;
    assign p[10] = {16{abs_b[10]}} & abs_a;
    assign p[11] = {16{abs_b[11]}} & abs_a;
    assign p[12] = {16{abs_b[12]}} & abs_a;
    assign p[13] = {16{abs_b[13]}} & abs_a;
    assign p[14] = {16{abs_b[14]}} & abs_a;
    assign p[15] = {16{abs_b[15]}} & abs_a;
    wire [11:0] s0, c0;
    setfa #(6) s0fa0(
        .a0({p[3][15], p[2][15], p[1][15], p[0][15:13]}),
        .a1({p[4][14], p[3][14], p[2][14], p[1][14:12]}),
        .a2({p[5][13], p[4][13], p[3][13], p[2][13:11]}),
        .s(s0[5:0]), .co(c0[5:0])
    );
    setfa #(4) s0fa1(
        .a0({p[5][12], p[4][12], p[3][12:11]}),
        .a1({p[6][11], p[5][11], p[4][11:10]}),
        .a2({p[7][10], p[6][10], p[5][10:9]}),
        .s(s0[9:6]), .co(c0[9:6])
    );
    setfa #(2) s0fa2(
        .a0({p[7][9], p[6][9]}),
        .a1({p[8][8], p[7][8]}),
        .a2({p[9][7], p[8][7]}),
        .s(s0[11:10]), .co(c0[11:10])
    );
    wire [43:0] s1, c1;
    setfa #(14) s1fa0(
        .a0({p[7][15], p[6][15], p[5][15], c0[5], s0[5:0], p[0][12:9]}),
        .a1({p[8][14], p[7][14], p[6][14], p[4][15], c0[4:0], p[3][10], p[1][11:8]}),
        .a2({p[9][13], p[8][13], p[7][13], p[5][14], c0[9], s0[9:6], p[4][9], p[2][10:7]}),
        .s(s1[13:0]), .co(c1[13:0])
    );
    setfa #(12) s1fa1(
        .a0({p[9][12], p[8][12], p[6][13:12], c0[8:6], p[6][8], p[5][8], p[3][9:7]}),
        .a1({p[10][11], p[9][11], p[7][12:11], c0[11], s0[11:10], p[7][7], p[6][7], p[4][8:6]}),
        .a2({p[11][10], p[10][10], p[8][11:9], c0[10], p[9][6], p[8][6], p[7][6], p[5][7:5]}),
        .s(s1[25:14]), .co(c1[25:14])
    );
    setfa #(10) s1fa2(
        .a0({p[11][9], p[9][10:8], p[10][6:5], p[9][5], p[8][5], p[6][6], p[6][5]}),
        .a1({p[12][8], p[10][9:7], p[11][5:4], p[10][4], p[9][4], p[7][5:4]}),
        .a2({p[13][7], p[11][8:6], p[12][4:3], p[11][3], p[10][3], p[8][4:3]}),
        .s(s1[35:26]), .co(c1[35:26])
    );
    setfa #(8) s1fa3(
        .a0({p[12][7:5], p[13][3:2], p[12][2], p[11][2], p[9][3]}),
        .a1({p[13][6:4], p[14][2:1], p[13][1], p[12][1], p[10][2]}),
        .a2({p[14][5:3], p[15][1:0], p[14][0], p[13][0], p[11][1]}),
        .s(s1[43:36]), .co(c1[43:36])
    );
    wire [53:0] s2, c2;
    setfa #(20) s2fa0(
        .a0({p[10][15], p[9][15], c1[13], s1[13:0], p[0][8:6]}),
        .a1({p[11][14], p[10][14], p[8][15], c1[12:0], p[3][6], p[1][7:5]}),
        .a2({p[12][13], p[11][13], p[9][14], c1[25], s1[25:14], p[4][5], p[2][6:4]}),
        .s(s2[19:0]), .co(c2[19:0])
    );
    setfa #(18) s2fa1(
        .a0({p[12][12], p[10][13:12], c1[24:14], p[6][4], p[5][4], p[3][5:4]}),
        .a1({p[13][11], p[11][12:11], c1[35], s1[35:26], p[7][3], p[6][3], p[4][4:3]}),
        .a2({p[14][10], p[12][11:9], c1[34:26], p[9][2], p[8][2], p[7][2], p[5][3], p[5][2]}),
        .s(s2[37:20]), .co(c2[37:20])
    );
    setfa #(8) s2fa2(
        .a0({p[13][10:8], c1[43], s1[43:41], p[6][2]}),
        .a1({p[14][9:6], c1[42:40], p[7][1]}),
        .a2({p[15][8:2], p[8][0]}),
        .s({s2[53:47], s2[38]}), .co({c2[53:47], c2[38]})
    );
    setha #(8) s2ha0(
        .a0({s1[40:36], p[10][1], p[9][1], p[8][1]}),
        .a1({c1[39:36], p[12][0], p[11][0], p[10][0], p[9][0]}),
        .s(s2[46:39]), .co(c2[46:39])
    );
    wire [45:0] s3, c3;
    setfa #(24) s3fa0(
        .a0({p[12][15], c2[19], s2[19:0], p[0][5], p[0][4]}),
        .a1({p[13][14], p[11][15], c2[18:0], p[3][3], p[1][4], p[1][3]}),
        .a2({p[14][13], p[12][14], c2[37], s2[37:20], p[4][2], p[2][3], p[2][2]}),
        .s(s3[23:0]), .co(c3[23:0])
    );
    setfa #(19) s3fa1(
        .a0({p[13][13:12], c2[36:21], p[3][2]}),
        .a1({p[14][12:11], c2[53], s2[53:39], p[4][1]}),
        .a2({p[15][11:9], c2[52:38], p[5][0]}),
        .s({s3[45:28], s3[24]}), .co({c3[45:28], c3[24]})
    );
    setha #(3) s3ha0(
        .a0({c2[20], p[6][1], p[5][1]}),
        .a1({s2[38], p[7][0], p[6][0]}),
        .s(s3[27:25]), .co(c3[27:25])
    ); 
    wire [25:0] s4, c4;
    setfa #(26) s4fa0(
        .a0({p[13][15], s3[23:0], p[0][3]}),
        .a1({c3[23:0], p[3][1], p[1][2]}),
        .a2({p[14][14], c3[45], s3[45:24], p[4][0], p[2][1]}),
        .s(s4), .co(c4)
    );
    wire [27:0] s5, c5;
    setfa #(25) s5fa0(
        .a0({c4[25], s4[25:3], p[0][2]}),
        .a1({p[14][15], c4[24:2], p[1][1]}),
        .a2({p[15][14:12], c3[44:24], p[2][0]}),
        .s({s5[27:4], s5[0]}), .co({c5[27:4], c5[0]})
    );
    setha #(3) s5ha0(
        .a0(s4[2:0]),
        .a1({c4[1:0], p[3][0]}),
        .s(s5[3:1]), .co(c5[3:1])
    );
    wire [31:0] s6;
    KSA32 finaladder32bit(
        .A({1'b0, p[15][15], s5, p[0][1:0]}),
        .B({1'b0, c5, 1'b0, p[1][0], 1'b0}),
        .Cin(1'b0),
        .Sum(s6),
        .Cout()
    );
    wire [31:0] nextinp;
    inv32bits inv0(.i(s6), .sign(sign), .o(nextinp));
    KSA32 lastadder(.A(nextinp), .B(32'b0), .Cin(sign), .Sum(out), .Cout());
endmodule
module setfa #(parameter N = 13)(
    input  [N-1:0] a0, a1, a2,
    output [N-1:0] s, co
);
    genvar i;
    generate 
        for (i = 0; i < N; i = i + 1) begin : fa_array
            fa fa0(.a(a0[i]), .b(a1[i]), .c(a2[i]), .s(s[i]), .ca(co[i]));
        end      
    endgenerate
endmodule
module setha #(parameter N = 13)(
    input  [N-1:0] a0, a1,
    output [N-1:0] s, co
);
    genvar i;
    generate 
        for (i = 0; i < N; i = i + 1) begin : ha_array
            ha ha0(.a(a0[i]), .b(a1[i]), .s(s[i]), .ca(co[i]));
        end      
    endgenerate
endmodule
module ha(
    input  a, b,
    output s, ca
);
    assign s = a ^ b;
    assign ca = a & b;
endmodule
module fa(
    input  a, b, c,
    output s, ca
);
    wire x1;
    assign x1 = a ^ b;
    assign s = x1 ^ c;
    wire a0, a1, a2;
    assign a0 = a & b;
    assign a1 = b & c;
    assign a2 = a & c;
    assign ca = a0 | a1 | a2;
endmodule
module inv32bits(
    input  [31:0] i,
    input         sign,
    output [31:0] o
);
    genvar x;
    generate 
        for (x = 0; x < 32; x = x + 1) begin : inv_gen
            assign o[x] = i[x] ^ sign;
        end
    endgenerate
endmodule
module KSA32(
    input  [31:0] A, B,
    input         Cin,
    output [31:0] Sum,
    output        Cout
);
    KoggeStoneAdder #(.WIDTH(32)) ksa32 (
        .A(A), .B(B), .Cin(Cin), .Sum(Sum), .Cout(Cout)
    );
endmodule
module KoggeStoneAdder #(parameter WIDTH = 32)(
    input  [WIDTH-1:0] A, B,
    input              Cin,
    output [WIDTH-1:0] Sum,
    output             Cout
);
    function integer clog2;
        input integer value;
        integer i;
        begin
            clog2 = 0;
            for (i = value-1; i > 0; i = i >> 1)
                clog2 = clog2 + 1;
        end
    endfunction
    localparam LEVELS = clog2(WIDTH);
    wire [WIDTH-1:0] g, p;
    assign g = A & B;
    assign p = A ^ B;
    wire [WIDTH-1:0] G [0:LEVELS];
    wire [WIDTH-1:0] P [0:LEVELS];
    assign G[0] = g;
    assign P[0] = p;
    genvar level, i;
    generate
        for (level = 1; level <= LEVELS; level = level + 1) begin : prefix_level
            for (i = 0; i < WIDTH; i = i + 1) begin : prefix_bit
                if (i < (1 << (level-1))) begin
                    assign G[level][i] = G[level-1][i];
                    assign P[level][i] = P[level-1][i];
                end else begin
                    assign G[level][i] = G[level-1][i] | 
                                         (P[level-1][i] & G[level-1][i - (1 << (level-1))]);
                    assign P[level][i] = P[level-1][i] & 
                                         P[level-1][i - (1 << (level-1))];
                end
            end
        end
    endgenerate
    wire [WIDTH:0] C;
    assign C[0] = Cin;
    generate
        for (i = 1; i <= WIDTH; i = i + 1) begin : carry_gen
            assign C[i] = G[LEVELS][i-1] | (P[LEVELS][i-1] & Cin);
        end
    endgenerate
    assign Sum = p ^ C[WIDTH-1:0];
    assign Cout = C[WIDTH];
endmodule
[flow/run.sh]
#!/bin/bash
# OpenROAD 26Q1-2900-gdf79404cd8, Yosys 0.63+post, stock flow scripts
make -C /OpenROAD-flow-scripts/flow DESIGN_CONFIG=/design/flow/config.mk WORK_HOME=/design/flow/orfs finish
[flow/config.mk]
export PLATFORM = sky130hd
export DESIGN_NAME = dadda1
export DESIGN_NICKNAME = dadda1
export VERILOG_FILES = /design/flow/design.v
export SDC_FILE = /design/flow/constraint.sdc
export NUM_CORES = 4
export LEC_CHECK = 1
export CORE_UTILIZATION = 50
export SYNTH_HDL_FRONTEND = slang
[flow/constraint.sdc]
current_design dadda1

set clk_period 19.6
set clk_io_pct 0.2

create_clock -name clk0 -period $clk_period

set non_clock_inputs [all_inputs -no_clocks]
set_input_delay [expr $clk_period * $clk_io_pct] -clock clk0 $non_clock_inputs
set_output_delay [expr $clk_period * $clk_io_pct] -clock clk0 [all_outputs]
==> flow_summary_export.csv <==
group,metric,value,unit
critical_path,critPathLaunchType,"input port",
drt,wirelength,23600,um
die,die_h,139,um
placed_design,gp_routability_congestion,0.898,
timing,finalHoldViolations,0,
synthesis,yosys_warnings,0,
die,initial_utilization,51.9,%
critical_path,crit_top_cell,"fa_1",
timing,finalSetupViolCount,0,
synthesis,ys_types,70,
run,warning_count,32,
synthesis,synthXorXnorAreaFrac,10.3,%
critical_path,cp.arrival,13.36,ns
placed_design,dp_hpwl,19300,um
synthesis,logic_family,"adder cells",
drt,first_pass_iters,5,
die,core_area,0.0182,sq mm
synthesis,ys_seq_share,0,%
grt,grt_util_all_layers,28.1,%
synthesis,synth_area,0.00945,sq mm
synthesis,ys_cells,1180,
placed_design,portBuffers,64,
critical_path,crit_slowest_cell,"or4b_4",
synthesis,ys_sh_aoi,9.64,%
timing,rsz0062_at_grt,"false",
synthesis,ys_sh_mux,0.212,%
placed_design,post-place-ws,2.43,ns
critical_path,criticalPathCategory,"input port to output port",
timing,fin_crit,17.28,ns
drt,drc_errors,0,
layout,fillers,1699,
grt,grt_first_pass_wirelength,40500,um
outcome,status,"finished, final reports clean",
layout,fin_cells,1458,
timing,fin_setup_tns,0,ns
critical_path,worstPathRequired,15.68,ns
layout,area_growth_syn_to_layout,10.3,%
layout,lay_top_cells,"231 x nor2_1, 210 x inv_1, 196 x fa_1",
placed_design,dp_cells,1458,
drt,ant_nets,0,
synthesis,synth-simple-area-share,21.6,%
drt,drt_iter0_drc,349,
timing,fin_crit_sh,88.2,%
critical_path,cp-end-kind,"output port",
layout,final-seq-area,0,sq um
cts,cts_hold_buf,0,
cts,post_cts_resized,0,
timing,slew_headroom,48.5,%
drt,num_antenna_cells,0,
drt,via_per_inst,5.44,
grt,grt_pass1_vias,8180,
synthesis,ys_chip_area,0.00945,sq mm
hold_path,hold_path.class,"input port to output port",
timing,worst_slack,2.32,ns
die,chipArea,0.0194,sq mm
die,boundaryPins,64,
grt,antenna_found_initial,0,
critical_path,crit_fanout,16,
layout,layout_top_cell,"nor2_1",
synthesis,fa_ha_area_share,47.8,%
timing,fmax,57.9,MHz
layout,final_core_util,57.2,%
synthesis,syn_inst,1180,
synthesis,avgSynthCellArea,8.01,sq um
layout,nFlopsAndLatches,0,
grt,grt_overflow,0,
cts,post-cts-setup-buffer-count,0,
layout,num-clock-buffers,0,
die,num_rows,49,
layout,drive_above_1_share,6.67,%
timing,slew_viol_final,0,
run,max-cap-violations,0,
grt,grt_max_degree,21,
timing,worst_slew_pin_slew,0.762,ns
drt,wl_per_cell,16.2,um
critical_path,slowest_delay,0.58,ns
drt,vias,7925,
die,die_w,139,um
## metrics by stage
step                hold slack, ns  instance area [sq um]
finish                        8.99                  10400
global route                  9.03                  10400
CTS                           8.98                  10400
detailed placement            8.98                  10400
global placement              9.02                  10400
floorplan                     7.91                   9450
## synth_stat cells (all sizes together) (7+ instances only)
cell | n | area share, %
a21oi | 32 | 1.7
and2 | 7 | 0.46
and3 | 8 | 0.53
clkbuf | 41 | 1.6
fa | 196 | 42
ha | 47 | 6.2
inv | 212 | 8.4
nand2 | 58 | 2.3
nand2b | 15 | 0.99
nand3 | 14 | 0.74
nand4 | 9 | 0.82
nor2 | 231 | 9.2
nor3 | 23 | 1.2
o21a | 11 | 0.87
o21ai | 27 | 1.4
o31ai | 8 | 0.69
or2 | 33 | 2.2
or3 | 9 | 0.60
xnor2 | 79 | 7.6
xor2 | 29 | 2.7
## final timing paths
kind	startpoint	end	slack, ns	depth (start not counted)
setup / recovery	a[0]	out[28]	2.32	29
hold / removal	b[0]	out[0]	8.99	4
## cell type report
type	count	area, sq um	area share, %
repair buffers	96	881	8.45
well taps	229	287	2.75
inverters	213	800	7.67
multi-input cells	920	8460	81.1
## metal layers
layer / part of all wire [%] / global-route usage, % / up-vias
met5: 0 / 0 / -
li1: - / - / 3774
met4: 2.7 / 6.55 / 0
met3: 6.2 / 6.17 / 36
met1: 42 / 39.2 / 3908
met2: 49 / 46.9 / 207
## cell families after synthesis
group	after synthesis
buf+inv	260
mux	2
fa+ha+maj	243
xor+xnor	108
compound gates	132
simple gates	435
## critical path: cells and delay by family
family	cells	cell delay [ns]
compound gates	5	1.65
buf+inv	6	1.78
fa+ha+maj	8	3.77
simple gates	8	1.93
xor+xnor	2	0.30
