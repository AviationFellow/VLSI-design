--- flow/run.sh ---
#!/bin/bash
# OpenROAD 26Q1-2900-gdf79404cd8, Yosys 0.63+post, stock flow scripts
make -C /OpenROAD-flow-scripts/flow DESIGN_CONFIG=/design/flow/config.mk WORK_HOME=/design/flow/orfs finish
--- flow/constraint.sdc ---
current_design booth_multiplier

set clk_period 1.2
set clk_io_pct 0.2

create_clock -name clk0 -period $clk_period [get_ports {clk_in}]

set non_clock_inputs [all_inputs -no_clocks]
set_input_delay [expr $clk_period * $clk_io_pct] -clock clk0 $non_clock_inputs
set_output_delay [expr $clk_period * $clk_io_pct] -clock clk0 [all_outputs]
--- flow/config.mk ---
export PLATFORM = sky130hd
export DESIGN_NAME = booth_multiplier
export DESIGN_NICKNAME = booth_multiplier
export VERILOG_FILES = /design/flow/design.v
export SDC_FILE = /design/flow/constraint.sdc
export NUM_CORES = 4
export LEC_CHECK = 1
export CORE_AREA = 10 10 105 105
export DIE_AREA = 0 0 115 115
export SYNTH_HDL_FRONTEND = slang
--- flow/design.v ---
module A_Q_Q_1(alu_out, load_A, Q, load_Q, rst, clk_in, en, Q_Q_1, out);
  input [15:0] alu_out, Q;
  input load_A, load_Q, clk_in, rst, en;
  output [31:0] out;
  output [1:0] Q_Q_1;
  wire clk;
  and clk_gate (clk, en, clk_in);
  wire [15:0]A_reg_Q, A_reg_in, Q_reg_Q, Q_reg_in;
  mux2x1 A15_sel (A_reg_in[15], load_A, alu_out[15], A_reg_Q[15]);
  d_ff A15_reg (A_reg_Q[15],,clk,rst,A_reg_in[15]);
  mux2x1 A14_sel (A_reg_in[14], load_A, alu_out[15], A_reg_Q[15]);
  d_ff A14_reg (A_reg_Q[14],,clk,rst,A_reg_in[14]);
  mux2x1 A13_sel (A_reg_in[13], load_A, alu_out[14], A_reg_Q[14]);
  d_ff A13_reg (A_reg_Q[13],,clk,rst,A_reg_in[13]);
  mux2x1 A12_sel (A_reg_in[12], load_A, alu_out[13], A_reg_Q[13]);
  d_ff A12_reg (A_reg_Q[12],,clk,rst,A_reg_in[12]);
  mux2x1 A11_sel (A_reg_in[11], load_A, alu_out[12], A_reg_Q[12]);
  d_ff A11_reg (A_reg_Q[11],,clk,rst,A_reg_in[11]);
  mux2x1 A10_sel (A_reg_in[10], load_A, alu_out[11], A_reg_Q[11]);
  d_ff A10_reg (A_reg_Q[10],,clk,rst,A_reg_in[10]);
  mux2x1 A9_sel (A_reg_in[9], load_A, alu_out[10], A_reg_Q[10]);
  d_ff A9_reg (A_reg_Q[9],,clk,rst,A_reg_in[9]);
  mux2x1 A8_sel (A_reg_in[8], load_A, alu_out[9], A_reg_Q[9]);
  d_ff A8_reg (A_reg_Q[8],,clk,rst,A_reg_in[8]);
  mux2x1 A7_sel (A_reg_in[7], load_A, alu_out[8], A_reg_Q[8]);
  d_ff A7_reg (A_reg_Q[7],,clk,rst,A_reg_in[7]);
  mux2x1 A6_sel (A_reg_in[6], load_A, alu_out[7], A_reg_Q[7]);
  d_ff A6_reg (A_reg_Q[6],,clk,rst,A_reg_in[6]);
  mux2x1 A5_sel (A_reg_in[5], load_A, alu_out[6], A_reg_Q[6]);
  d_ff A5_reg (A_reg_Q[5],,clk,rst,A_reg_in[5]);
  mux2x1 A4_sel (A_reg_in[4], load_A, alu_out[5], A_reg_Q[5]);
  d_ff A4_reg (A_reg_Q[4],,clk,rst,A_reg_in[4]);
  mux2x1 A3_sel (A_reg_in[3], load_A, alu_out[4], A_reg_Q[4]);
  d_ff A3_reg (A_reg_Q[3],,clk,rst,A_reg_in[3]);
  mux2x1 A2_sel (A_reg_in[2], load_A, alu_out[3], A_reg_Q[3]);
  d_ff A2_reg (A_reg_Q[2],,clk,rst,A_reg_in[2]);
  mux2x1 A1_sel (A_reg_in[1], load_A, alu_out[2], A_reg_Q[2]);
  d_ff A1_reg (A_reg_Q[1],,clk,rst,A_reg_in[1]);
  mux2x1 A0_sel (A_reg_in[0], load_A, alu_out[1], A_reg_Q[1]);
  d_ff A0_reg (A_reg_Q[0],,clk,rst,A_reg_in[0]);
  wire AtoQ;
  assign AtoQ = (load_A)?alu_out[0]:A_reg_Q[0];
  mux2x1 Q15_sel (Q_reg_in[15], load_Q, Q[15], AtoQ);
  d_ff Q15_reg (Q_reg_Q[15],,clk,rst,Q_reg_in[15]);
  mux2x1 Q14_sel (Q_reg_in[14], load_Q, Q[14], Q_reg_Q[15]);
  d_ff Q14_reg (Q_reg_Q[14],,clk,rst,Q_reg_in[14]);
  mux2x1 Q13_sel (Q_reg_in[13], load_Q, Q[13], Q_reg_Q[14]);
  d_ff Q13_reg (Q_reg_Q[13],,clk,rst,Q_reg_in[13]);
  mux2x1 Q12_sel (Q_reg_in[12], load_Q, Q[12], Q_reg_Q[13]);
  d_ff Q12_reg (Q_reg_Q[12],,clk,rst,Q_reg_in[12]);
  mux2x1 Q11_sel (Q_reg_in[11], load_Q, Q[11], Q_reg_Q[12]);
  d_ff Q11_reg (Q_reg_Q[11],,clk,rst,Q_reg_in[11]);
  mux2x1 Q10_sel (Q_reg_in[10], load_Q, Q[10], Q_reg_Q[11]);
  d_ff Q10_reg (Q_reg_Q[10],,clk,rst,Q_reg_in[10]);
  mux2x1 Q9_sel (Q_reg_in[9], load_Q, Q[9], Q_reg_Q[10]);
  d_ff Q9_reg (Q_reg_Q[9],,clk,rst,Q_reg_in[9]);
  mux2x1 Q8_sel (Q_reg_in[8], load_Q, Q[8], Q_reg_Q[9]);
  d_ff Q8_reg (Q_reg_Q[8],,clk,rst,Q_reg_in[8]);
  mux2x1 Q7_sel (Q_reg_in[7], load_Q, Q[7], Q_reg_Q[8]);
  d_ff Q7_reg (Q_reg_Q[7],,clk,rst,Q_reg_in[7]);
  mux2x1 Q6_sel (Q_reg_in[6], load_Q, Q[6], Q_reg_Q[7]);
  d_ff Q6_reg (Q_reg_Q[6],,clk,rst,Q_reg_in[6]);
  mux2x1 Q5_sel (Q_reg_in[5], load_Q, Q[5], Q_reg_Q[6]);
  d_ff Q5_reg (Q_reg_Q[5],,clk,rst,Q_reg_in[5]);
  mux2x1 Q4_sel (Q_reg_in[4], load_Q, Q[4], Q_reg_Q[5]);
  d_ff Q4_reg (Q_reg_Q[4],,clk,rst,Q_reg_in[4]);
  mux2x1 Q3_sel (Q_reg_in[3], load_Q, Q[3], Q_reg_Q[4]);
  d_ff Q3_reg (Q_reg_Q[3],,clk,rst,Q_reg_in[3]);
  mux2x1 Q2_sel (Q_reg_in[2], load_Q, Q[2], Q_reg_Q[3]);
  d_ff Q2_reg (Q_reg_Q[2],,clk,rst,Q_reg_in[2]);
  mux2x1 Q1_sel (Q_reg_in[1], load_Q, Q[1], Q_reg_Q[2]);
  d_ff Q1_reg (Q_reg_Q[1],,clk,rst,Q_reg_in[1]);
  mux2x1 Q0_sel (Q_reg_in[0], load_Q, Q[0], Q_reg_Q[1]);
  d_ff Q0_reg (Q_reg_Q[0],,clk,rst,Q_reg_in[0]);
  d_ff Q_1_reg (Q_Q_1[0],,clk,rst,Q_reg_Q[0]);
  assign Q_Q_1[1]=Q_reg_Q[0];
  assign out = {A_reg_Q, Q_reg_Q};
endmodule
module M_register (Q,clk,rst,Data);
  input [15:0]Data;
  input clk,rst;
  output [15:0]Q;
  genvar i;
  generate 
    for (i=0; i<16; i=i+1) begin
      d_ff d_ureg0(Q[i],,clk,rst,Data[i]);
    end
    endgenerate
endmodule
module add_sub(a,b,add_sub,out);
input [15:0]a,b;
input add_sub;
output [15:0]out;
wire [15:0]b_f;
genvar i;
generate 
	for (i=0;i<16;i=i+1) begin
		xor u_xor0 (b_f[i],b[i],add_sub);
	end
endgenerate
kogge_stone_adder add_sub_module (
  .a(a), 
  .b(b_f), 
  .cin(add_sub),   
  .sum(out), 
  .cout()          
);
endmodule
module and_xor(a, b, g, p);
 input a, b;
 output p, g;
 xor(p, a, b);
 and(g, a, b);
endmodule
module black_cell(Gkj, Pik, Gik, Pkj, G, P);
 input Gkj, Pik, Gik, Pkj;
 output G, P;
 wire Y;
 and(Y, Gkj, Pik);
 or(G, Gik, Y);
 and(P, Pkj, Pik);
endmodule
module booth_multiplier(op, read, busy, multiplicand, multiplier, clk_in, mrst);
output [31:0] op;
output busy, read;
wire [4:0]cntr_op;
input [15:0] multiplicand, multiplier;
input clk_in, mrst;
wire load_a, add0_sub1, clk, nclk, nrst, start, rst;
wire [15:0]M, alu_out;
wire [1:0]Q_Q_1;
not gen_n0(nrst,mrst);
d_ff cntrl_gen0(start,,clk_in,,nrst);
assign rst = ~(start) | mrst;
assign nclk = ~(clk_in);
assign clk = clk_in&(~cntr_op[4]);
assign read = cntr_op[4];
assign busy = |(cntr_op[3:0]);
xor loadA(load_a,Q_Q_1[1],Q_Q_1[0]);
wire c_rst,nstart;
not n1(nstart, start);
and c_reset (c_rst,rst,nstart);
counter c0(clk,c_rst,cntr_op);
wire Q_Q_1b0;
not n0(Q_Q_1b0, Q_Q_1[0]);
and addsub(add0_sub1, Q_Q_1[1],Q_Q_1b0);
M_register M_reg (M,start,rst,multiplicand);
add_sub alu(op[31:16],M,add0_sub1,alu_out);
A_Q_Q_1 AQQ_1_register(alu_out, load_a, multiplier, start, rst, clk, {1'b1}, Q_Q_1, op);
endmodule
module counter (clk,rst,Q);
  input clk,rst;
  output [4:0]Q;
  wire [4:0]d_in;
  d_ff c0(Q[0],d_in[0],clk,rst,d_in[0]);
  d_ff c1(Q[1],d_in[1],Q[0],rst,d_in[1]);
  d_ff c2(Q[2],d_in[2],Q[1],rst,d_in[2]);
  d_ff c3(Q[3],d_in[3],Q[2],rst,d_in[3]);
  d_ff c4(Q[4],d_in[4],Q[3],rst,d_in[4]);
endmodule
module d_ff(Q,Qb,clk,rst,D);
	input clk,rst,D;
	output reg Q,Qb;
	initial begin
		Q<=0;
		Qb<=1;
	end
	always @(negedge clk or negedge rst)
	begin
		if(~rst) begin
			Q<=0;
			Qb<=1;
		end
		else begin
			Q<=D;
			Qb<=~D;
		end
	end
endmodule
module grey_cell(Gkj, Pik, Gik, G);
 input Gkj, Pik, Gik;
 output G;
 wire Y;
 and(Y, Gkj, Pik);
 or(G, Y, Gik);
endmodule
module kogge_stone_adder(a,b,cin,sum,cout);
  input [15:0]a,b;
  input cin;
  output [15:0]sum;
  output cout;
  wire [15:0]Gz,Pz,Ga,Pa,Gb,Pb,Gc,Pc,Gd,Pd;
  and_xor ax0(a[0],b[0],Gz[0],Pz[0]);
  and_xor ax1(a[1],b[1],Gz[1],Pz[1]);
  and_xor ax2(a[2],b[2],Gz[2],Pz[2]);
  and_xor ax3(a[3],b[3],Gz[3],Pz[3]);
  and_xor ax4(a[4],b[4],Gz[4],Pz[4]);
  and_xor ax5(a[5],b[5],Gz[5],Pz[5]);
  and_xor ax6(a[6],b[6],Gz[6],Pz[6]);
  and_xor ax7(a[7],b[7],Gz[7],Pz[7]);
  and_xor ax8(a[8],b[8],Gz[8],Pz[8]);
  and_xor ax9(a[9],b[9],Gz[9],Pz[9]);
  and_xor ax10(a[10],b[10],Gz[10],Pz[10]);
  and_xor ax11(a[11],b[11],Gz[11],Pz[11]);
  and_xor ax12(a[12],b[12],Gz[12],Pz[12]);
  and_xor ax13(a[13],b[13],Gz[13],Pz[13]);
  and_xor ax14(a[14],b[14],Gz[14],Pz[14]);
  and_xor ax15(a[15],b[15],Gz[15],Pz[15]);
  grey_cell l1_gc0(cin,Pz[0],Gz[0],Ga[0]);
  black_cell l1_bc0(Gz[0],Pz[1],Gz[1],Pz[0],Ga[1],Pa[1]);
  black_cell l1_bc1(Gz[1],Pz[2],Gz[2],Pz[1],Ga[2],Pa[2]);
  black_cell l1_bc2(Gz[2],Pz[3],Gz[3],Pz[2],Ga[3],Pa[3]);
  black_cell l1_bc3(Gz[3],Pz[4],Gz[4],Pz[3],Ga[4],Pa[4]);
  black_cell l1_bc4(Gz[4],Pz[5],Gz[5],Pz[4],Ga[5],Pa[5]);
  black_cell l1_bc5(Gz[5],Pz[6],Gz[6],Pz[5],Ga[6],Pa[6]);
  black_cell l1_bc6(Gz[6],Pz[7],Gz[7],Pz[6],Ga[7],Pa[7]);
  black_cell l1_bc7(Gz[7],Pz[8],Gz[8],Pz[7],Ga[8],Pa[8]);
  black_cell l1_bc8(Gz[8],Pz[9],Gz[9],Pz[8],Ga[9],Pa[9]);
  black_cell l1_bc9(Gz[9],Pz[10],Gz[10],Pz[9],Ga[10],Pa[10]);  
  black_cell l1_bc10(Gz[10],Pz[11],Gz[11],Pz[10],Ga[11],Pa[11]);
  black_cell l1_bc11(Gz[11],Pz[12],Gz[12],Pz[11],Ga[12],Pa[12]);
  black_cell l1_bc12(Gz[12],Pz[13],Gz[13],Pz[12],Ga[13],Pa[13]);
  black_cell l1_bc13(Gz[13],Pz[14],Gz[14],Pz[13],Ga[14],Pa[14]);
  black_cell l1_bc14(Gz[14],Pz[15],Gz[15],Pz[14],Ga[15],Pa[15]);
  grey_cell l2_gc0(cin,Pa[1],Ga[1],Gb[1]);
  grey_cell l2_gc1(Ga[0],Pa[2],Ga[2],Gb[2]);
  black_cell l2_bc0(Ga[1],Pa[3],Ga[3],Pa[1],Gb[3],Pb[3]);
  black_cell l2_bc1(Ga[2],Pa[4],Ga[4],Pa[2],Gb[4],Pb[4]);
  black_cell l2_bc2(Ga[3],Pa[5],Ga[5],Pa[3],Gb[5],Pb[5]);
  black_cell l2_bc3(Ga[4],Pa[6],Ga[6],Pa[4],Gb[6],Pb[6]);
  black_cell l2_bc4(Ga[5],Pa[7],Ga[7],Pa[5],Gb[7],Pb[7]);
  black_cell l2_bc5(Ga[6],Pa[8],Ga[8],Pa[6],Gb[8],Pb[8]);
  black_cell l2_bc6(Ga[7],Pa[9],Ga[9],Pa[7],Gb[9],Pb[9]);
  black_cell l2_bc7(Ga[8],Pa[10],Ga[10],Pa[8],Gb[10],Pb[10]);
  black_cell l2_bc8(Ga[9],Pa[11],Ga[11],Pa[9],Gb[11],Pb[11]);
  black_cell l2_bc9(Ga[10],Pa[12],Ga[12],Pa[10],Gb[12],Pb[12]);
  black_cell l2_bc10(Ga[11],Pa[13],Ga[13],Pa[11],Gb[13],Pb[13]);
  black_cell l2_bc11(Ga[12],Pa[14],Ga[14],Pa[12],Gb[14],Pb[14]);
  black_cell l2_bc12(Ga[13],Pa[15],Ga[15],Pa[13],Gb[15],Pb[15]);
  grey_cell l3_gc0(cin,Pb[3],Gb[3],Gc[3]);
  grey_cell l3_gc1(Ga[0],Pb[4],Gb[4],Gc[4]);
  grey_cell l3_gc2(Gb[1],Pb[5],Gb[5],Gc[5]);
  grey_cell l3_gc3(Gb[2],Pb[6],Gb[6],Gc[6]);
  black_cell l3_bc0(Gb[3],Pb[7],Gb[7],Pb[3],Gc[7],Pc[7]);
  black_cell l3_bc1(Gb[4],Pb[8],Gb[8],Pb[4],Gc[8],Pc[8]);
  black_cell l3_bc2(Gb[5],Pb[9],Gb[9],Pb[5],Gc[9],Pc[9]);
  black_cell l3_bc3(Gb[6],Pb[10],Gb[10],Pb[6],Gc[10],Pc[10]);
  black_cell l3_bc4(Gb[7],Pb[11],Gb[11],Pb[7],Gc[11],Pc[11]);
  black_cell l3_bc5(Gb[8],Pb[12],Gb[12],Pb[8],Gc[12],Pc[12]);
  black_cell l3_bc6(Gb[9],Pb[13],Gb[13],Pb[9],Gc[13],Pc[13]);
  black_cell l3_bc7(Gb[10],Pb[14],Gb[14],Pb[10],Gc[14],Pc[14]);
  black_cell l3_bc8(Gb[11],Pb[15],Gb[15],Pb[11],Gc[15],Pc[15]);
  grey_cell l4_gc0(cin,Pc[7],Gc[7],Gd[7]);
  grey_cell l4_gc1(Ga[0],Pc[8],Gc[8],Gd[8]);
  grey_cell l4_gc2(Gb[1],Pc[9],Gc[9],Gd[9]);
  grey_cell l4_gc3(Gb[2],Pc[10],Gc[10],Gd[10]);
  grey_cell l4_gc4(Gc[3],Pc[11],Gc[11],Gd[11]);
  grey_cell l4_gc5(Gc[4],Pc[12],Gc[12],Gd[12]);
  grey_cell l4_gc6(Gc[5],Pc[13],Gc[13],Gd[13]);
  grey_cell l4_gc7(Gc[6],Pc[14],Gc[14],Gd[14]);
  black_cell l4_bc0(Gc[7],Pc[15],Gc[15],Pc[7],Gd[15],Pd[15]);
  grey_cell l5_gc0(cin,Pd[15],Gd[15],cout);
  xor x0(sum[0],cin,Pz[0]);
  xor x1(sum[1],Ga[0],Pz[1]);
  xor x2(sum[2],Gb[1],Pz[2]);
  xor x3(sum[3],Gb[2],Pz[3]);
  xor x4(sum[4],Gc[3],Pz[4]);
  xor x5(sum[5],Gc[4],Pz[5]);
  xor x6(sum[6],Gc[5],Pz[6]);
  xor x7(sum[7],Gc[6],Pz[7]);
  xor x8(sum[8],Gd[7],Pz[8]);
  xor x9(sum[9],Gd[8],Pz[9]);
  xor x10(sum[10],Gd[9],Pz[10]);
  xor x11(sum[11],Gd[10],Pz[11]);
  xor x12(sum[12],Gd[11],Pz[12]);
  xor x13(sum[13],Gd[12],Pz[13]);
  xor x14(sum[14],Gd[13],Pz[14]);
  xor x15(sum[15],Gd[14],Pz[15]);
endmodule
module mux2x1(y,s,i1,i0);
  input s,i0,i1;
  output y;
  assign y = s?i1:i0;
endmodule
==> tab_implementation.tex <==
% Table of physical implementation metrics
\begin{tabular}{lr}
\hline
Metric & Value \\
\hline
\multicolumn{2}{l}{\textbf{Outcome}} \\
\quad Outcome & finished, violations left \\
\quad Failing checks & setup timing \\
\multicolumn{2}{l}{\textbf{STA}} \\
\quad Hold Slack & 0.3375 ns \\
\quad Final Max Tran Viols & 0 \\
\quad Max Clock Skew & 0.01100 ns \\
\quad Worst max-slew margin expressed relative to the limit & 84.56\% \\
\quad RSZ-0062 raised after global routing & true \\
\quad Final setup viols & 48 \\
\quad Count of endpoints without a timing constraint & 9 \\
\quad Count of unclocked register or latch pins & 8 \\
\quad Worst Max-Slew Pin Slew & 0.2299 ns \\
\quad Worst Setup Slack, final & -0.6418 ns \\
\quad Final number of hold-violating endpoints & 0 \\
\multicolumn{2}{l}{\textbf{Synth}} \\
\quad Cell Type Count & 20 \\
\quad Post-Syn Area per Cell & approximately 11 µm² \\
\quad Area figure in the yosys stat output & 1489 µm² \\
\quad Synth warnings & 1 \\
\quad Library cell with the largest summed area after synthesis & sky130\_fd\_sc\_hd\_\_dfxtp\_1 \\
\quad Total standard cell area after synthesis & roughly 1500 µm² \\
\quad Instance count of the mapped netlist & 133 \\
\quad \# Cells Yosys & 133 \\
\quad Part of the Yosys area used for sequential elements & a little under three fifths \\
\quad Top cells by area & sky130\_fd\_sc\_hd\_\_dfxtp\_1 (55\%), sky130\_fd\_sc\_hd\_\_buf\_4 (16\%), sky130\_fd\_sc\_hd\_\_xnor2\_1 (4.1\%) \\
\quad Top cell area share & between 50\% and 60\% \\
\quad Register bit count reported by yosys & between 40 and 50 \\
\multicolumn{2}{l}{\textbf{Drt}} \\
\quad Initial DRC count & 25 \\
\quad Length of the first detailed-routing pass in iterations & 3 \\
\quad Post-detailed-route wirelength per cell & 10.37 µm \\
\quad Routed via count divided by cell count & 3.263 \\
\quad Detail Route Antenna Nets & 0 \\
\quad Via count & about 940 \\
\quad Number of diodes added for antenna fixing & 0 \\
\quad Wirelength, routed & 2.998 mm \\
\quad DRC violations left & 0 \\
\multicolumn{2}{l}{\textbf{Cells and area}} \\
\quad Share of post-route cells with drive strength above 1 & 70.17\% \\
\quad Fill cell instance count of the final layout & 924 \\
\quad Most frequently placed logic cells in the final layout & sky130\_fd\_sc\_hd\_\_buf\_4 (29), sky130\_fd\_sc\_hd\_\_dfxtp\_2 (26), sky130\_fd\_sc\_hd\_\_buf\_2 (26), sky130\_fd\_sc\_hd\_\_buf\_6 (15), sky130\_fd\_sc\_hd\_\_inv\_1 (12) \\
\quad Final Util & between 20\% and 30\% \\
\quad Commonest non-fill, non-tap cell in the layout & sky130\_fd\_sc\_hd\_\_buf\_4 \\
\quad Synthesis-to-finish area growth & 50.08\% \\
\multicolumn{2}{l}{\textbf{Power and ir drop}} \\
\quad Net Switching & 429.0 µW \\
\quad Sequential cell fraction of total power & 52.1\% \\
\quad Static Leak & 1.059 nW \\
\quad Share of total power in combinational logic & 0\% \\
\quad Worst vdd rail ir drop & between 0.0004 and 0.0005 V \\
\quad Part of the power in the clock network & a little under half \\
\quad Total Power Consumption & 2.152 mW \\
\quad Internal power & 1.723 mW \\
\quad Power per cell area & 963.1 nW/µm² \\
\quad Sw frac & about a fifth \\
\multicolumn{2}{l}{\textbf{Global routing}} \\
\quad Total GRT Usage & 4.421\% \\
\quad Grt ovf & 0 \\
\quad Largest net degree at the start of global routing & 12 \\
\quad Via count of the first global-routing pass & 903 \\
\quad Initial antenna violation count & 0 \\
\quad First-pass GRT wire length & 4.650 mm \\
\multicolumn{2}{l}{\textbf{Clocking}} \\
\quad Total clock buffers created by CTS & 5 \\
\quad Clock Tree Buf Depth & 2 \\
\quad Post-cts hold buffer count & 0 \\
\quad H-tree lvl count & 2 \\
\quad Clk Tree Root Cell & sky130\_fd\_sc\_hd\_\_clkbuf\_8 \\
\quad Later-pin clock latency in the skew report & 0.37 ns \\
\quad Clock tree from TritonCTS & yes \\
\quad Clock transition at path regs & $\sim$0.070 ns \\
\multicolumn{2}{l}{\textbf{Place}} \\
\quad Pre-CTS setup slack & -0.4926 ns \\
\quad Count of buffers inserted at the top-level ports & 34 \\
\quad Gp weighted congestion & roughly 0.73 \\
\quad HPWL after DPL & approximately 2.2 mm \\
\multicolumn{2}{l}{\textbf{Floorplanning}} \\
\quad Chip area & 13230 µm² \\
\quad Core footprint & about 8800 µm² \\
\quad Chip Width & 115 µm \\
\quad Init Core Util & 16.99\% \\
\quad Number of standard-cell rows in the floorplan & 34 \\
\quad Die H & between 100 and 150 µm \\
\quad I/O pin cnt & 68 \\
\multicolumn{2}{l}{\textbf{Critical path}} \\
\quad Worst setup SP type & flip-flop \\
\quad Required time at the worst-slack endpoint & 0.96 ns \\
\quad Crit path from & AQQ\_1\_register.A15\_reg.Q \\
\quad Largest incremental delay on the critical path & 0.40 ns \\
\quad Reg-to-reg startpoint & AQQ\_1\_register.Q0\_reg.Q \\
\quad Delay-heaviest family, CP & flip-flops \\
\quad Chain of cells forming the critical path & buf\_6 > buf\_6 \\
\quad CP Capture Type & output port \\
\quad Critical path buffer and inverter count & 2 \\
\quad Most common cell on crit path & sky130\_fd\_sc\_hd\_\_buf\_6 \\
\quad Critical path start-end classification & reg2out \\
\quad Critical path arrival & approximately 1.6 ns \\
\quad Max FO, Critical Path & 2 \\
\quad Worst path slowest cell & sky130\_fd\_sc\_hd\_\_edfxtp\_1 \\
\multicolumn{2}{l}{\textbf{Hold path}} \\
\quad Startpoint of the lowest-slack hold path & AQQ\_1\_register.Q8\_reg.Q \\
\quad Class of the worst hold path & reg2reg \\
\multicolumn{2}{l}{\textbf{Job}} \\
\quad Count of warning messages emitted by the tools & 62 \\
\quad Max-cap viol count & 0 \\
\hline
\end{tabular}
path summary, 6_finish.rpt:
path | endpoint | slack [ns] | cells after the start
min reg2reg | AQQ_1_register.Q7_reg.Q | 0.34 | 0
min | AQQ_1_register.Q7_reg.Q | 0.34 | 0
max reg2reg | AQQ_1_register.A10_reg.Q | -0.26 | 6
max | op[30] | -0.64 | 2
cell usage after synthesis:
cell type and number:
sky130_fd_sc_hd__nand3_1 1, sky130_fd_sc_hd__nand3b_1 1, sky130_fd_sc_hd__edfxtp_1 1, sky130_fd_sc_hd__nand2_1 6, sky130_fd_sc_hd__inv_1 14, sky130_fd_sc_hd__nand4_1 4, sky130_fd_sc_hd__nand4b_4 1, sky130_fd_sc_hd__xor2_1 7
sky130_fd_sc_hd__nor3_1 3, sky130_fd_sc_hd__nor4_1 6, sky130_fd_sc_hd__and3b_1 1, sky130_fd_sc_hd__nor2b_1 1, sky130_fd_sc_hd__xnor2_1 7, sky130_fd_sc_hd__ha_1 2, sky130_fd_sc_hd__nand2b_1 1, sky130_fd_sc_hd__nor2_1 2
sky130_fd_sc_hd__buf_4 32, sky130_fd_sc_hd__dfxtp_1 41, sky130_fd_sc_hd__nand4_4 1, sky130_fd_sc_hd__mux2_2 1
layout make-up:
type                    count  area (µm²)  area share (%)
repair buffers             72       531.8           23.80
inverters                  14       55.05           2.464
flip-flops and latches     42       898.4           40.20
multi-input cells          45       503.0           22.51
clock buffers               8       111.4           4.983
well taps                 108       135.1           6.047
per-layer routing:
layer	share of wire [%]	track usage, %	vias up	routed length (µm)
met5	0	0	-	0
met2	40	5.743	25	1214
met1	48	6.341	430	1439
li1	-	-	488	-
met4	0	0.4125	0	0
met3	11	2.690	0	344
power by group through the flow:
stage / Sequential (mW) / Clock (mW) / Combinational, mW
5_1_grt: 1.12 / 1.13 / 0.000000641
6_report: 1.12 / 1.03 / 0.000000641
4_1_cts: 1.12 / 1.07 / 0.000000610
cells by family (layout without fill, tap and decap cells):
kind of cell  count (synthesis)  after routing  synth area share, %
buf+inv                      46             94                19.66
simple gates                 28             28                12.52
xor+xnor                     14             14                8.235
mux                           1              1               0.7562
flops                        42             42                57.14
fa+ha+maj                     2              2                1.680
stage by stage:
step,cell area [µm²],cells,setup TNS (ns)
after detailed placement,2029,271,-16.18
final,2235,289,-17.11
after floorplan,1637,133,-1.978
after global placement,2029,271,-16.14
after global routing,2235,289,-20.40
after CTS,2166,286,-17.83
repair_timing:
action	4_1_cts	5_1_grt
gates resized	141	13
setup endpoints to repair	48	49
pin swaps	11	6
buffers inserted	8	4
No activity file was given, so power comes from the tool's default toggle rates.
