$ cat /design/flow/design.v
module eb_adder_top(A,B,Cin,VDD,VSS,Y,Cout);
input [7:0]A,B;
input Cin;
input VDD,VSS;
output [7:0]Y;
output Cout;
eb_adder UUT(.A(A), .B(B), .Cin(Cin), .VDD(VDD), .VSS(VSS), .Y(Y), .Cout(Cout));
endmodule
module eb_adder(A,B,Cin,VDD,VSS,Y,Cout);
input [7:0]A,B;
input Cin;
input VDD,VSS;
output [7:0]Y;
output Cout;
wire x;
CLA4bit C1(A[3:0],B[3:0],Cin,VDD,VSS,Y[3:0],x);
CLA4bit C2(A[7:4],B[7:4],x,VDD,VSS,Y[7:4],Cout);
endmodule
module CLA4bit(A,B,Cin,VDD,VSS,S,Cout);
  input [3:0]A,B; 
  input Cin;
  input VDD,VSS;
  output [3:0] S;
  output Cout;
  wire [3:0] Ci;
  assign Ci[0] = Cin;
  assign Ci[1] = (A[0] & B[0]) | ((A[0]^B[0]) & Ci[0]);
  assign Ci[2] = (A[1] & B[1]) | ((A[1]^B[1]) & ((A[0] & B[0]) | ((A[0]^B[0]) & Ci[0])));
  assign Ci[3] = (A[2] & B[2]) | ((A[2]^B[2]) & ((A[1] & B[1]) | ((A[1]^B[1]) & ((A[0] & B[0]) | ((A[0]^B[0]) & Ci[0])))));
  assign Cout  = (A[3] & B[3]) | ((A[3]^B[3]) & ((A[2] & B[2]) | ((A[2]^B[2]) & ((A[1] & B[1]) | ((A[1]^B[1]) & ((A[0] & B[0]) | ((A[0]^B[0]) & Ci[0])))))));
  assign S = A^B^Ci;
endmodule
$ cat /design/flow/run.sh
#!/bin/bash
# OpenROAD 26Q1-2900-gdf79404cd8, Yosys 0.63+post, stock flow scripts
make -C /OpenROAD-flow-scripts/flow DESIGN_CONFIG=/design/flow/config.mk WORK_HOME=/design/flow/orfs finish
$ cat /design/flow/config.mk
export PLATFORM = sky130hd
export DESIGN_NAME = eb_adder_top
export DESIGN_NICKNAME = eb_adder_top
export VERILOG_FILES = /design/flow/design.v
export SDC_FILE = /design/flow/constraint.sdc
export NUM_CORES = 4
export LEC_CHECK = 1
export CORE_AREA = 10 10 70 70
export DIE_AREA = 0 0 80 80
export SYNTH_HDL_FRONTEND = slang
$ cat /design/flow/constraint.sdc
current_design eb_adder_top

set clk_period 10.2
set clk_io_pct 0.2

create_clock -name clk0 -period $clk_period

set non_clock_inputs [all_inputs -no_clocks]
set_input_delay [expr $clk_period * $clk_io_pct] -clock clk0 $non_clock_inputs
set_output_delay [expr $clk_period * $clk_io_pct] -clock clk0 [all_outputs]
==> flow_results.xml <==
<?xml version="1.0" encoding="UTF-8"?>
<metrics>
  <group name="cells_and_area">
    <metric name="lay_top_cells" unit="">26 x clkdlybuf4s50_1, 10 x inv_1, 8 x fa_1</metric>
    <metric name="ff_latch_area" unit="um2">0</metric>
    <metric name="relative_area_change_from_synthesis_to_final_layout" unit="%">161</metric>
    <metric name="layout_cells_sized_above_1" unit="%">0</metric>
    <metric name="seq_cells" unit="">0</metric>
    <metric name="clockBufferCount" unit="">0</metric>
    <metric name="layout_top_cell" unit="">clkdlybuf4s50_1</metric>
  </group>
  <group name="clock_network">
    <metric name="post_cts_buffers" unit="">0</metric>
    <metric name="post_cts_resized" unit="">0</metric>
    <metric name="cts_hold_repair.buffers" unit="">0</metric>
  </group>
  <group name="worst_setup_path">
    <metric name="worstPathMaxFanout" unit="">1</metric>
    <metric name="worst_path_most_repeated_cell" unit="">fa_1</metric>
    <metric name="max_stage_delay" unit="ns">0.46</metric>
    <metric name="crit_arrival" unit="ns">6.02</metric>
    <metric name="crit_path_start_kind" unit="">primary input</metric>
    <metric name="worstPathCellList" unit="">clkdlybuf4s50_1, inv_1, fa_1, inv_1, fa_1, fa_1, fa_1, fa_1, fa_1, fa_1, inv_1, fa_1, inv_1, clkdlybuf4s50_1</metric>
    <metric name="worst-endpoint-required" unit="ns">8.16</metric>
    <metric name="timing.critical_path.buf_inv" unit="">6</metric>
    <metric name="cp_capture_type" unit="">output pin</metric>
    <metric name="critPathKind" unit="">in2out</metric>
    <metric name="cpMaxStageDelayCell" unit="">clkdlybuf4s50_1</metric>
    <metric name="critPathTopFamily" unit="">adder cells</metric>
  </group>
  <group name="detailed_routing">
    <metric name="num_vias" unit="">209</metric>
    <metric name="drt-wirelength-per-cell" unit="um">8.57</metric>
    <metric name="avgViaCountPerCell" unit="">2.32</metric>
    <metric name="routed_wl" unit="um">771</metric>
    <metric name="num_antenna_cells" unit="">0</metric>
    <metric name="remaining_drc_errors" unit="">0</metric>
    <metric name="final_antenna_net_count" unit="">0</metric>
    <metric name="detail_route.first_pass.iterations" unit="">2</metric>
    <metric name="initialDrtViolationCount" unit="">1</metric>
  </group>
  <group name="worst_hold_path">
    <metric name="worst_hold_path_type" unit="">in2out</metric>
  </group>
  <group name="sta">
    <metric name="layout_min_cycle_time" unit="ns">8.06</metric>
    <metric name="setup_viol" unit="">0</metric>
    <metric name="grt_setup_unrepaired" unit="">no</metric>
    <metric name="max_slew.worst_pin.slew" unit="ns">0.0988</metric>
    <metric name="holdWs" unit="ns">5.13</metric>
    <metric name="post-route-period-util" unit="%">79.0</metric>
    <metric name="max_clock_freq" unit="MHz">124</metric>
    <metric name="setup_tns" unit="ns">0</metric>
    <metric name="hold_violations" unit="">0</metric>
    <metric name="finalMaxSlewViolations" unit="">0</metric>
    <metric name="slew-limit-headroom" unit="%">93.4</metric>
  </group>
  <group name="global_routing">
    <metric name="gr-usage-all-layers" unit="%">2.36</metric>
    <metric name="antenna_violations_before_repair" unit="">0</metric>
    <metric name="grt_first_pass_wirelength" unit="mm">1.22</metric>
    <metric name="grt_start_max_net_pins" unit="">2</metric>
    <metric name="grt_pass1_vias" unit="">246</metric>
    <metric name="gr_overflow_total" unit="">0</metric>
  </group>
  <group name="flow_run">
    <metric name="timing.max_cap.violations" unit="">0</metric>
    <metric name="stage_log_warnings" unit="">44</metric>
  </group>
  <group name="die">
    <metric name="floorplan.die.height" unit="um">80</metric>
    <metric name="core_area" unit="um2">3420</metric>
    <metric name="die_area" unit="um2">6400</metric>
    <metric name="io_pins" unit="">26</metric>
    <metric name="floorplan.rows" unit="">21</metric>
    <metric name="floorplan.initialDensity" unit="%">5.79</metric>
    <metric name="fp.dieW" unit="um">80</metric>
  </group>
  <group name="synth">
    <metric name="synth_chip_area" unit="um2">198</metric>
    <metric name="yosysSeqAreaShare" unit="%">0</metric>
    <metric name="syn_avg_cell_area" unit="um2">11.0</metric>
    <metric name="ys_cells" unit="">18</metric>
    <metric name="post_synth_num_cell_types" unit="">2</metric>
    <metric name="synth_cells" unit="">18</metric>
    <metric name="post_synth_instance_area" unit="um2">198</metric>
    <metric name="yosysWarnings" unit="">0</metric>
  </group>
  <group name="placed_design">
    <metric name="place_hpwl" unit="um">772</metric>
    <metric name="gpl.final_weighted_congestion" unit="">0.839</metric>
    <metric name="portBuffers" unit="">26</metric>
  </group>
  <group name="outcome">
    <metric name="outcome" unit="">finished clean</metric>
  </group>
  <group name="power">
    <metric name="total_power" unit="mW">0.0266</metric>
    <metric name="power.ir.vdd_worst" unit="V">0.0000156</metric>
    <metric name="powerDensity" unit="nW/um2">51.6</metric>
    <metric name="static_leakage" unit="nW">0.213</metric>
  </group>
</metrics>
==> layer usage <==
layer  GRT usage [%]  share of wire, %  vias up
li1                -                 -       96
met1            3.68                48       88
met2            2.49                25       25
met3            1.82                27        0
met4               0                 0        0
met5               0                 0        -
==> path summary, 6_finish.rpt <==
path | from | end | slack (ns) | cells past startpoint
worst max-delay path | A[0] | Y[7] | 2.14 | 14
worst min-delay path | B[7] | Y[7] | 5.13 | 5
==> layout make-up <==
type / instances / area [um2]
tap: 46 / 57.6
multi-input combinational: 8 / 160
fill: 394 / 2900
inverter: 10 / 37.5
timing repair buffer: 26 / 260
==> report_power, final <==
group / internal [mW] / switching, mW
Clock: 0 / 0
Sequential: 0 / 0
Combinational: 0.0195 / 0.00707
==> stage by stage <==
stage          util, %  std cells  cell area (um2)  setup WS (ns)
2_1_floorplan        -         18              198           3.12
3_3_place_gp      15.1         90              515           2.12
3_5_place_dp      15.1         90              515           2.09
4_1_cts           15.1         90              515           2.09
5_1_grt           15.1         90              515           1.94
6_report          15.1         90              515           2.14
==> synth_stat cells <==
| cell type | number | area [um2] |
|---|---|---|
| inv_1 | 10 | 37.5 |
| fa_1 | 8 | 160 |
==> logic make-up after synthesis <==
kind of cell / count (synthesis) / synth area share, %
buffers and inverters: 10 / 19.0
adder cells (fa/ha/maj): 8 / 81.0
==> worst min-delay path: cells and delay by family <==
family,cells,cell delay (ns)
adders and majority gates,1,0.16
buffers and inverters,4,0.90
Power and IR drop assume default switching activity.
